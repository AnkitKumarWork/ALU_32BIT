`design/flow/design.v`:
```
module ALU_8_BIT (
    input in_clk,
    input in_wdt_rst,
    input [4:0] alu_sel,
    input signed [7:0] in_1,  
    input signed [7:0] in_2,  
    input in_carry,
    output reg signed [7:0] out_alu,  
    output reg zero_flag,
    output reg sign_flag,
    output reg parity_flag,
    output reg overflow_flag,
    output reg carry_flag,
    output reg Auxiliary_Carry_flag
);
parameter in_clock_frequency = 5_000_000;  
parameter wdt_timeout_period = 10_000;      
parameter max_count_value = (in_clock_frequency / 1_000_000) * wdt_timeout_period;  
reg [31:0] count_value;
reg out_alu_rst;
reg signed [7:0] Accumulator_reg;  
always @(posedge in_clk or posedge in_wdt_rst)
begin
    if (in_wdt_rst) begin
        count_value = 32'b0;
        out_alu = 8'b0;
        Accumulator_reg = 8'b0;
        out_alu_rst = 1'b0;
    end else if (count_value >= max_count_value) begin
        out_alu_rst = 1'b1;
        count_value = 32'b0;
    end else begin
        count_value = count_value + 1;
    end
end
always @(alu_sel, in_1, in_2, in_carry, out_alu_rst)
begin
    if (out_alu_rst == 1'b0) begin
        case (alu_sel)
            5'b00000: Accumulator_reg = in_1 + in_2;                 
            5'b00001: Accumulator_reg = in_1 + in_2 + in_carry;      
            5'b00010: Accumulator_reg = in_1 - in_2;                 
            5'b00011: Accumulator_reg = in_1 * in_2;                 
            5'b00100: Accumulator_reg = in_1 / in_2;                 
            5'b00101: Accumulator_reg = in_1 % in_2;                 
            5'b00110: Accumulator_reg = in_1 & in_2;                 
            5'b00111: Accumulator_reg = in_1 | in_2;                 
            5'b01000: Accumulator_reg = in_1 ^ in_2;                 
            5'b01001: Accumulator_reg = ~(in_1 | in_2);              
            5'b01100: Accumulator_reg = in_1 << in_2;                
            5'b01101: Accumulator_reg = in_1 >> in_2;                
            5'b01110: Accumulator_reg = in_1 >>> in_2;               
            5'b01111: Accumulator_reg = (in_1 == in_2) ? 1 : 0;      
            5'b10000: Accumulator_reg = (in_1 < in_2) ? 1 : 0;       
            5'b10001: Accumulator_reg = (in_1 > in_2) ? 1 : 0;       
            5'b10010: Accumulator_reg = (in_1 <= in_2) ? 1 : 0;      
            5'b10011: Accumulator_reg = (in_1 >= in_2) ? 1 : 0;      
            5'b10100: Accumulator_reg = ~in_1;                       
            5'b10101: Accumulator_reg = in_1;                        
            5'b10110: Accumulator_reg = in_2;                        
            default: Accumulator_reg = 0;                            
        endcase
        out_alu = Accumulator_reg;
      zero_flag = (Accumulator_reg == 8'b0) ? 1'b1 : 1'b0;
      sign_flag = (Accumulator_reg[7] == 1'b1) ? 1'b1 : 1'b0;                        
      parity_flag = ~^Accumulator_reg;                                               
      overflow_flag = (alu_sel == 5'b00000 || alu_sel == 5'b00010) &&                
                      ((in_1[7] == in_2[7]) && (Accumulator_reg[7] != in_1[7]));
      carry_flag = (alu_sel == 5'b00000 || alu_sel == 5'b00010) && 
                   (Accumulator_reg > 8'b1111_1111);                                 
    end else begin
        zero_flag = 1'b0;
        sign_flag = 1'b0;
        parity_flag = 1'b0;
        carry_flag = 1'b0;
        Auxiliary_Carry_flag = 1'b0;
        overflow_flag = 1'b0;
        out_alu = 8'b0;
    end
end
endmodule
```
`design/flow/run.sh`:
```
#!/bin/bash
# OpenROAD 26Q1-2900-gdf79404cd8, Yosys 0.63+post, stock flow scripts
make -C /OpenROAD-flow-scripts/flow DESIGN_CONFIG=/design/flow/config.mk WORK_HOME=/design/flow/orfs finish
```
`design/flow/config.mk`:
```
export PLATFORM = sky130hd
export DESIGN_NAME = ALU_8_BIT
export DESIGN_NICKNAME = ALU_8_BIT
export VERILOG_FILES = /design/flow/design.v
export SDC_FILE = /design/flow/constraint.sdc
export NUM_CORES = 4
export LEC_CHECK = 1
export CORE_UTILIZATION = 40
```
`design/flow/constraint.sdc`:
```
current_design ALU_8_BIT

set clk_period 46.0
set clk_io_pct 0.2

create_clock -name clk0 -period $clk_period [get_ports {in_clk}]

set non_clock_inputs [all_inputs -no_clocks]
set_input_delay [expr $clk_period * $clk_io_pct] -clock clk0 $non_clock_inputs
set_output_delay [expr $clk_period * $clk_io_pct] -clock clk0 [all_outputs]
```
==> node_exporter_impl.prom <==
# HELP chip_impl_metric Metrics from one implementation run
# TYPE chip_impl_metric gauge
chip_impl_metric{name="die_w",unit="um"} 139
chip_impl_metric{name="setup_slack",unit="ns"} 9.76
chip_impl_info{name="worst_path_most_repeated_cell",value="sky130_fd_sc_hd__ha_1"} 1
chip_impl_metric{name="detail_route.drc_violations",unit=""} 0
chip_impl_info{name="top_cells_by_area",value="sky130_fd_sc_hd__ha_1 (15%), sky130_fd_sc_hd__dfrtp_1 (11%), sky130_fd_sc_hd__nor2_1 (6.6%)"} 1
chip_impl_metric{name="hold-worst-slack",unit="ns"} 0.505
chip_impl_info{name="cts_tree",value="built"} 1
chip_impl_metric{name="min_delay_path_depth",unit=""} 2
chip_impl_info{name="crit_path_start_kind",value="input pin"} 1
chip_impl_metric{name="hpwl",unit="um"} 18300
chip_impl_metric{name="clock_sinks",unit=""} 33
chip_impl_metric{name="post_synth_mux_area_share",unit=""} 0.0441
chip_impl_metric{name="synth.ff_latch_count",unit=""} 33
chip_impl_metric{name="fp.dieH",unit="um"} 139
chip_impl_metric{name="post_drt_via_cell_ratio",unit=""} 5.96
chip_impl_metric{name="timing.clock.skew",unit="ns"} 0.00228
chip_impl_metric{name="maxCapViolCount",unit=""} 0
chip_impl_metric{name="synth_chip_area",unit="um^2"} 7540
chip_impl_metric{name="yosysWarningCount",unit=""} 17
chip_impl_metric{name="syn_avg_cell_area",unit="um^2"} 7.33
chip_impl_metric{name="enable_flop_cells",unit=""} 0
chip_impl_metric{name="critPathMaxStageDelay",unit="ns"} 0.72
chip_impl_metric{name="core_region_area",unit="um^2"} 18200
chip_impl_metric{name="route.antenna.remaining_nets",unit=""} 0
chip_impl_metric{name="detail_route.antenna_diodes",unit=""} 0
chip_impl_info{name="top_cells_by_count",value="sky130_fd_sc_hd__nor2_1 (133), sky130_fd_sc_hd__ha_1 (88), sky130_fd_sc_hd__a21oi_1 (76)"} 1
chip_impl_metric{name="synth.cellmix.xorXnorShare",unit=""} 0.0813
chip_impl_metric{name="max_slew.worst_pin.slew",unit="ns"} 0.802
chip_impl_metric{name="synth-seq-area-share",unit=""} 0.110
chip_impl_metric{name="ctsHoldBuffers",unit=""} 0
chip_impl_metric{name="dr.first_iter.drc_count",unit=""} 671
chip_impl_metric{name="final-max-slew-violation-count",unit=""} 0
chip_impl_metric{name="synth.cellmix.adderShare",unit=""} 0.191
chip_impl_metric{name="routed_wire_length_per_instance",unit="um"} 18.6
chip_impl_metric{name="preCtsSetupSlack",unit="ns"} 10.02
chip_impl_metric{name="grt_max_degree",unit=""} 34
chip_impl_metric{name="critical_path_required",unit="ns"} 36.80
chip_impl_info{name="synth_top_flop_cell",value="sky130_fd_sc_hd__dfrtp_1"} 1
chip_impl_metric{name="floorplanUtilization",unit=""} 0.414
chip_impl_metric{name="grt_pass1_wl",unit="um"} 37700
chip_impl_metric{name="num_rows",unit=""} 49
chip_impl_info{name="hold_path_class",value="register to register"} 1
chip_impl_metric{name="syn_to_final_growth",unit="%"} 8.59
chip_impl_metric{name="post_cts.resized_instances",unit=""} 0
chip_impl_metric{name="fmax",unit="MHz"} 27.6
chip_impl_info{name="clock_root_buffer_master",value="sky130_fd_sc_hd__clkbuf_16"} 1
chip_impl_metric{name="grt_antenna_before_repair",unit=""} 0
chip_impl_metric{name="drive_gt1_frac",unit=""} 0.0593
chip_impl_metric{name="area_fraction_in_compound_gates",unit=""} 0.268
chip_impl_metric{name="groute.usage.overall",unit=""} 0.249
chip_impl_metric{name="vdd_drop_max",unit="mV"} 0.0257
chip_impl_metric{name="timing.reg2reg.worst_path_depth",unit=""} 5
chip_impl_metric{name="synth_cell_types",unit=""} 88
chip_impl_metric{name="synth_area",unit="um^2"} 7540
chip_impl_metric{name="finish.instance_area",unit="um^2"} 8190
chip_impl_metric{name="timing.final.setup_violations",unit=""} 0
chip_impl_metric{name="htree_num_levels",unit=""} 2
chip_impl_metric{name="relSlewSlack",unit=""} 0.452
chip_impl_metric{name="cts.reportedPaths.clkPinSlew",unit="ns"} 0.05
chip_impl_metric{name="tritoncts.num_buffers",unit=""} 5
chip_impl_metric{name="cts_setup_buffers",unit=""} 0
chip_impl_info{name="worst_path_max_delay_cell",value="sky130_fd_sc_hd__or4b_2"} 1
chip_impl_metric{name="p_leak",unit="uW"} 0.00347
chip_impl_metric{name="grt_pass1_vias",unit=""} 6999
chip_impl_metric{name="fp.dieArea",unit="um^2"} 19400
chip_impl_metric{name="hold_violations",unit=""} 0
chip_impl_info{name="endpoint_kind",value="primary output"} 1
chip_impl_info{name="synth.comb.largest_family",value="AND-OR/OR-AND gates"} 1
chip_impl_metric{name="clk_path_buf_depth",unit=""} 2
chip_impl_metric{name="final.setup.tns",unit="ns"} 0
chip_impl_info{name="grt_setup_unrepaired",value="no"} 1
chip_impl_metric{name="place_congestion",unit=""} 0.995
chip_impl_metric{name="routed_wirelength",unit="um"} 23700
chip_impl_metric{name="grt_remaining_overflow",unit=""} 0
chip_impl_info{name="crit_type",value="input pin to primary output"} 1
chip_impl_metric{name="ys_async_sr_fraction",unit=""} 1.00
chip_impl_metric{name="layout_min_cycle_time",unit="ns"} 36.24
chip_impl_metric{name="io_buffer_count",unit=""} 27
chip_impl_metric{name="number_of_primary_i_o_pins",unit=""} 38
chip_impl_info{name="netlist.top_cell.by_instances",value="sky130_fd_sc_hd__nor2_1"} 1
chip_impl_metric{name="arrival",unit="ns"} 27.04
chip_impl_metric{name="routed-via-count",unit=""} 7599
chip_impl_metric{name="post_synth_and_or_nand_nor_area_fraction",unit=""} 0.232
chip_impl_metric{name="biggest_fanout_along_the_worst_timing_path",unit=""} 29
chip_impl_metric{name="place_area",unit="um^2"} 8040
chip_impl_metric{name="tool_warnings",unit=""} 44
chip_impl_info{name="outcome",value="finished, final reports clean"} 1
chip_impl_metric{name="top_cell_area_share",unit=""} 0.146
chip_impl_metric{name="power_density",unit="nW/um^2"} 39.0
chip_impl_metric{name="iteration_tally_of_the_first_detailed_router_pass",unit=""} 6
chip_impl_metric{name="finalClockPeriodUsage",unit=""} 0.788
chip_impl_metric{name="clock_insertion_delay_worst_skew",unit="ns"} 0.27
chip_impl_metric{name="cells_in_synth_stat_txt",unit=""} 1029
chip_impl_metric{name="synthCells",unit=""} 1029
chip_impl_info{name="yosysTopAreaCell",value="sky130_fd_sc_hd__ha_1"} 1
final cells by class:
cell class	instances	area, um^2
clock buffers	6	139
clock inverters	2	13.8
fillers	1823	10000
inverters	71	267
multi-input cells	888	6250
flip-flops and latches	33	826
well taps	229	287
repair buffers	45	405
critical path, delay by kind of cell:
family / cells / cell delay [ns]
buffers and inverters: 10 / 2.86
multiplexers: 4 / 1.25
AND-OR/OR-AND: 25 / 6.36
XOR/XNOR: 5 / 0.65
adder cells (fa/ha/maj): 9 / 2.80
AND/OR/NAND/NOR: 14 / 3.92
cells in the final DEF (no fill, tap or decap), types with 26 or more instances in the layout:
cell                              netlist  final
sky130_fd_sc_hd__xnor2_1               50     50
sky130_fd_sc_hd__conb_1                 1     26
sky130_fd_sc_hd__a21oi_1               76     76
sky130_fd_sc_hd__o21ai_0               52     52
sky130_fd_sc_hd__clkdlybuf4s50_1        0     27
sky130_fd_sc_hd__ha_1                  88     88
sky130_fd_sc_hd__inv_1                 65     65
sky130_fd_sc_hd__nor2_1               133    133
sky130_fd_sc_hd__dfrtp_1               33     33
sky130_fd_sc_hd__nand2_1               74     74
through the flow:
stage	total power (uW)	util	cells
global placement	284	0.441	1266
global route	348	0.450	1274
floorplan	224	-	1054
finish	319	0.450	1274
CTS	317	0.450	1274
detailed placement	281	0.441	1266
metal layers:
metal	vias to the layer above	wire length, um	track usage
met1	3447	10500	0.359
met4	0	876	0.0842
met5	-	0	0
met3	54	2080	0.0459
li1	3749	-	-
met2	349	10200	0.378
sequential cells by signal, indices dropped and copies added (netlist names):
register     flops
out_alu_rst      1
count_value     32
cell families after synthesis:
logic type | Yosys count
multiplexers | 28
AND/OR/NAND/NOR | 363
other | 1
adder cells (fa/ha/maj) | 105
XOR/XNOR | 70
AND-OR/OR-AND | 296
buffers and inverters | 133
flip-flops | 33
power by group:
part / total (uW) / switching [uW] / internal [uW]
registers: 30.0 / 0.205 / 29.8
clock network: 33.0 / 11.5 / 21.5
logic: 256 / 153 / 103
final timing paths:
| kind | start | end | slack (ns) |
|---|---|---|---|
| min in group asynchronous | in_wdt_rst | count_value[4] | 9.32 |
| max in group asynchronous | in_wdt_rst | count_value[28] | 36.39 |
| setup reg to reg | count_value[4] | out_alu_rst | 44.36 |
| setup / recovery | in_2[1] | parity_flag | 9.76 |
| hold / removal | count_value[15] | count_value[15] | 0.51 |
| hold reg to reg | count_value[15] | count_value[15] | 0.51 |
Power figures rest on the tool's default switching activity, not on a simulated workload.
